**./config.mk**
```make
export PLATFORM = sky130hd
export DESIGN_NAME = SRL32bit
export DESIGN_NICKNAME = SRL32bit
export VERILOG_FILES = /design/flow/design.v
export SDC_FILE = /design/flow/constraint.sdc
export NUM_CORES = 4
export LEC_CHECK = 1
export CORE_UTILIZATION = 40
```
**./design.v**
```verilog
module SRL32bit(
	input [31:0]aSRL32bit, bSRL32bit,
    input [4:0]rightShiftAmount,
	output [31:0]srl32bit
);
assign srl32bit[31:0] = bSRL32bit[31:0] >> rightShiftAmount[4:0];
endmodule
```
**./run.sh**
```bash
#!/bin/bash
# OpenROAD 26Q1-2900-gdf79404cd8, Yosys 0.63+post, stock flow scripts
make -C /OpenROAD-flow-scripts/flow DESIGN_CONFIG=/design/flow/config.mk WORK_HOME=/design/flow/orfs finish
```
**./constraint.sdc**
```tcl
current_design SRL32bit

set clk_period 3.6
set clk_io_pct 0.2

create_clock -name clk0 -period $clk_period

set non_clock_inputs [all_inputs -no_clocks]
set_input_delay [expr $clk_period * $clk_io_pct] -clock clk0 $non_clock_inputs
set_output_delay [expr $clk_period * $clk_io_pct] -clock clk0 [all_outputs]
```
==> out/qor.csv <==
stage,metric,value,unit
outcome,status,finished clean,
yosys,Synth top area share,0.398,
timing,min Tclk post-route,3540,ps
setup_path,CP endpoint kind,output pin,
route,Vias/cell,6.20,
placed_design,gpl congestion,0.997,
timing,Final setup viols,0,
flow_run,maxcap violations,0,
yosys,Top cells by area,"mux4_2 (40%), mux2i_1 (9.8%), mux2_2 (5.5%), nor2_1 (5.3%), nand2_1 (3.2%)",
timing,Final Hold Viols,0,
yosys,Post-Syn Area,1640,um2
setup_path,Worst Setup Start Kind,input port,
placed_design,"worst slack, placed",-256,ps
timing,fin. max-slew vios,0,
setup_path,WP data arrival,2820,ps
power,power per cell area,149,nW/um2
timing,final setup margin,58.4,ps
setup_path,CP Class,input port to output pin,
global_routing,largest net degree at the start of global routing,23,
yosys,Mapped Cells,180,
global_routing,initial antenna violation count,0,
yosys,Syn Area/Cell,9.12,um2
power,Leak,0.00109,uW
route,DR WL/cell,19.1,um
floorplanning,Row Count,22,
timing,maximum clock rate,282,MHz
floorplanning,Die ar.,4360,um2
floorplanning,chip height,66.1,um
placed_design,Post-DP Area,2710,um2
global_routing,first-pass GRT wire length,9.79,mm
floorplanning,DIE WIDTH,66.1,um
placed_design,DP HPWL,5.23,mm
yosys,Ys Warns,0,
floorplanning,Ports,101,
final_layout,final instance area,2740,um2
final_layout,P&R area growth vs syn,66.9,%
floorplanning,fp_density,0.432,
flow_run,OpenROAD warning count,65,
yosys,distinct cell type count after synthesis,46,
final_layout,clock buffer count,0,
final_layout,sequential cells,0,
yosys,cell with the most instances after synthesis,mux4_2,
hold_path,Min-Delay Startpoint,rightShiftAmount[0],
timing,relative slew slack,0.749,
yosys,chip area in the Yosys report,1640,um2
yosys,ys cells,180,
clock_network,CTS Hold Buffers Added,0,
timing,RSZ-0062 raised after global routing,no,
floorplanning,core area,3800,um2
power,worst vdd ir,0.0859,mV
hold_path,worst hold endpoint,srl32bit[31],
route,drt first-iter violations,145,
global_routing,Global Route Usage Sum,0.312,
global_routing,vias in the first global route,1995,
final_layout,Final Instance Count excl. Fillers,332,
yosys,register share after synthesis,0,
route,vias,2058,
hold_path,WHS Path Cells,6,
yosys,Synth area leader,mux4_2,
timing,Slew @ Worst Pin,375,ps
yosys,Post-synth top cells,"mux4_2 (29), nor2_1 (23), mux2i_1 (16), nand2_1 (14), clkbuf_1 (9)",
hold_path,Hold WC Path Type,input port to output pin,
route,Pre-antenna DRT Iters,4,
setup_path,maximum fanout along the worst path,4,
route,Antenna Nets Post-Route,0,
placed_design,IO Port Bufs,69,
placed_design,placed cells,329,
route,final WL,6.34,mm
final_layout,register area,0,um2
route,diode count,0,
route,DRC viols,0,
timing,Tcrit/Tclk final,0.984,
final_layout,share of layout cells above drive strength 1,0.352,
setup_path,Crit path required time,2880,ps
global_routing,total gr overflow,0,
## kinds of logic after synthesis
kind of cell	count (synthesis)	share of synthesized area
compound gates	46	0.220
buf+inv	23	0.0640
mux	53	0.550
simple gates	58	0.166
## cell type report
cell class	count	area, um2
tap	48	60.1
inverter	4	15.0
fill	255	1060
multi-input combinational	157	1560
timing repair buffer	123	1100
## timing repair
item / 4_1_cts / 5_1_grt
resized: 18 / 5
pin swaps: 1 / 1
endpoints found under the setup margin: 12 / 5
cloned: 1 / 0
buffers inserted: 2 / 0
## power by group
group	total, uW	switching, uW	internal [uW]
logic	408	164	244
registers	0	0	0
clock network	0	0	0
## metal layers
layer,wire [um],global-route usage,share of wire,up-vias
li1,-,-,-,959
met1,2790,0.473,0.44,996
met2,3100,0.508,0.49,97
met3,404,0.0420,0.064,6
met4,45,0.0399,0.0071,0
met5,0,0,0,-
## worst max path at each step
stage / from / end / slack [ps]
6_report: bSRL32bit[31] / srl32bit[1] / 60
4_1_cts: rightShiftAmount[3] / srl32bit[5] / 20
5_1_grt: rightShiftAmount[3] / srl32bit[4] / 10
## layout by cell type, fill, tap and decap left out, types with 3 or more instances in the layout
cell	instances
mux4_2	29
or3_1	3
a211oi_1	4
a32oi_1	3
dlygate4sd2_1	13
clkdlybuf4s50_1	55
buf_4	49
nand3b_1	3
o22ai_1	3
o211ai_1	3
a21oi_1	3
inv_1	3
nor3_1	3
mux2i_1	14
and2_1	3
o21ai_1	3
nand2_1	14
mux2_2	8
o2bb2ai_1	3
a22oi_1	6
nor2_1	22
## critical path: stages
cell and delay [ps]:
clkdlybuf4s50_1 470, mux2i_1 230, o21ai_1 130, mux4_2 520, a221o_1 340, clkdlybuf4s50_1 410
## through the flow
| step | utilization | TNS [ps] | total power (uW) | hold slack [ps] |
|---|---|---|---|---|
| finish | 0.721 | 0 | 408 | 2510 |
| global route | 0.721 | 0 | 434 | 2590 |
| CTS | 0.717 | 0 | 400 | 2540 |
| detailed placement | 0.712 | -1120 | 399 | 2540 |
| global placement | 0.712 | -757 | 393 | 2520 |
| floorplan | - | 0 | 184 | 1570 |
Power is estimated from default activity; no workload was simulated.
