## flow/run.sh

```bash
#!/bin/bash
# OpenROAD 26Q1-2900-gdf79404cd8, Yosys 0.63+post, stock flow scripts
make -C /OpenROAD-flow-scripts/flow DESIGN_CONFIG=/design/flow/config.mk WORK_HOME=/design/flow/orfs finish
```

## flow/config.mk

```make
export PLATFORM = sky130hd
export DESIGN_NAME = SLL32bit
export DESIGN_NICKNAME = SLL32bit
export VERILOG_FILES = /design/flow/design.v
export SDC_FILE = /design/flow/constraint.sdc
export NUM_CORES = 4
export LEC_CHECK = 1
export CORE_UTILIZATION = 40
```

## flow/constraint.sdc

```tcl
current_design SLL32bit

set clk_period 3.7
set clk_io_pct 0.2

create_clock -name clk0 -period $clk_period

set non_clock_inputs [all_inputs -no_clocks]
set_input_delay [expr $clk_period * $clk_io_pct] -clock clk0 $non_clock_inputs
set_output_delay [expr $clk_period * $clk_io_pct] -clock clk0 [all_outputs]
```

## flow/design.v

```verilog
module SLL32bit(
	input [31:0]aSLL32bit, bSLL32bit,
    input [4:0]leftShiftAmount,
	output [31:0]sll32bit
);
assign sll32bit[31:0] = bSLL32bit[31:0] << leftShiftAmount[4:0];
endmodule
```

==> run summary <==
Item: results of the latest flow run.

- The total setup violations reported at the end of the flow is 0.
- The average wire per standard cell is 18.3 um.
- The worst pin sits at a relative slew slack of 68.3%.
- The tool warning count is 66.
- The initial antenna violation count is 0.
- The post-layout worst setup margin is roughly 0.065 ns.
- The largest voltage drop on the vdd net is 0.0000747 V.
- Traced cell by cell, the critical path runs through clkdlybuf4s50_1 -> buf_4 -> mux4_2 -> mux2_2 -> mux2i_2 -> o21ai_1 -> clkdlybuf4s50_1.
- The post-cts hold buffer count is 0.
- Pin placement for this block handled 101 I/O pins.
- Post-route period utilization is reported as 98.2%.
- The clock period minus worst slack is 3.63 ns.
- Cells with a size suffix above 1 make up around a third of the layout.
- By area the synthesized netlist is led by sky130_fd_sc_hd__mux4_2 (24%), sky130_fd_sc_hd__mux4_1 (15%), sky130_fd_sc_hd__mux2_2 (11%), sky130_fd_sc_hd__mux2i_1 (5.8%), sky130_fd_sc_hd__a22oi_1 (4.8%).
- Entering global routing, the biggest net connects 18 pins.
- The floorplan step set the die width to 67.7 um.
- Summed over all layers, the routed wires come to 5760 um.
- For this run, the top clock speed supported by timing is 275 MHz.
- The dominant cell type by count on the critical path is sky130_fd_sc_hd__clkdlybuf4s50_1.
- After floorplanning, the die was sized to cover about 0.0046 mm2.
- The run finished with clean final reports.
- The top cell type by area accounts for a little under a quarter of the synthesized area.
- After detailed routing, the number of remaining DRC violations is 0.
- The data required time reported for the critical path is 2.96 ns.
- The cell count listed in synth_stat.txt is around 180.
- Dividing the detail-routed via count by the number of cells gives 6.15.
- The total global-route track usage is 27.6%.
- The critical path arrival is 2.89 ns.
- The final antenna-violating net count is 0.
- The number of different library cells in the post-synthesis netlist is 38.
- The number of clock buffer instances in the layout is 0.
- The maximum fanout encountered on the critical timing path is 3.
- After synthesis, flip-flops and latches occupy 0% of the total area.
- The sequential cells in the finished layout cover a total of 0 um2.
- The total area inside the core boundary comes to 0.00406 mm2.
- The sort of element at the start of the critical path is an input port.
- Per the detail_route report, the via count comes to 1,936.
- Synthesis produced 176 cells.
- The first global-routing pass estimated 8940 um of wire.
- The peak per-stage delay on the critical path is roughly 0.5 ns.
- The most area-hungry cell type in the Yosys netlist is sky130_fd_sc_hd__mux4_2.
- The starting density of the core is 42.5%.
- The slew at the pin closest to its max-slew limit is 0.471 ns.
- The analysis attributes to cell leakage a power of 1.00 nW.
- In the final timing run, aggregate negative setup slack is 0 ns.
- The number of global-route vias before repair is 1,800.
- The area reported by Yosys stat is 0.00172 mm2.
- Port buffering added 69 buffers.
- The number of rows created at floorplan is 23.
- The kind of cell with the highest combined delay on the critical path is multiplexers.
- The number of antenna cells inserted is 0.
- In the placement report, post-DP HPWL is listed as 4680 um.
- In this run the vertical extent of the chip is 67.7 um.
- The synthesis warning total is 0.
- By count the netlist is led by sky130_fd_sc_hd__nor2_1 (21), sky130_fd_sc_hd__mux4_2 (18), sky130_fd_sc_hd__mux2_2 (17).
- The violation tally recorded at the end of detailed-routing iteration 0 is 110.
- The cell with the most instances after synthesis is sky130_fd_sc_hd__nor2_1.
- The timing report shows that the slowest cell on the worst path is sky130_fd_sc_hd__mux4_2.
- The critical path contains buffers and inverters numbering 3 combined.
- Checking hold timing, the worst path is listed with class in -> out.
- The final max-slew violation count recorded for this run is 0.
- Setup slack on the worst path after placement came out at -0.115 ns.
- The worst setup path is captured at an output pin.
- The flow measured a signed area growth from synthesis to layout of 53.0%.
- The iteration count of the initial detailed-routing pass is 4.
- The number of max-cap violations is 0.
- Summing every instance area after synthesis gives 0.00172 mm2.
- The weighted congestion at the end of routability-driven global placement is 0.910.
- The hold violation total from the final report is 0.
- In this run the mean area of a mapped cell was a little under 10 um2.
- The number of sequential cells reported for the layout is 0.
- Per the GRT congestion report, total overflow comes to 0.
- The power per standard cell area is 142 mW/mm2.
- The type of the worst setup path is in -> out.
- In this run the post-CTS setup repair buffer count came out at 0.
- Setup repair after global routing could not meet its margin everywhere.
==> cells in the final DEF (no fill, tap or decap), types with 4 or more instances in the layout <==
cell,n
sky130_fd_sc_hd__nor2_1,20
sky130_fd_sc_hd__a21oi_1,4
sky130_fd_sc_hd__mux2i_1,8
sky130_fd_sc_hd__a22oi_1,11
sky130_fd_sc_hd__mux4_1,7
sky130_fd_sc_hd__clkdlybuf4s50_1,67
sky130_fd_sc_hd__buf_4,36
sky130_fd_sc_hd__mux2_2,17
sky130_fd_sc_hd__mux4_2,21
sky130_fd_sc_hd__a211oi_1,4
sky130_fd_sc_hd__nand2_1,15
sky130_fd_sc_hd__nor3_1,4
sky130_fd_sc_hd__o211ai_1,5
==> layer usage <==
layer | vias up | track usage, % | wire length (um)
met3 | 2 | 4.45 | 468
met5 | - | 0 | 0
met4 | 0 | 2.13 | 35
met2 | 99 | 43.4 | 2730
met1 | 924 | 42.7 | 2520
li1 | 911 | - | -
==> timing repair <==
action                     4_1_cts  5_1_grt
gates resized                    1        8
pin swaps                        0        0
setup endpoints to repair        2        7
cloned                           1        0
==> cell families (layout without fill, tap and decap cells) <==
logic type,count (synthesis),count (layout),share of synthesized area (%)
AND-OR/OR-AND,46,46,19.6
buffers and inverters,23,112,10.7
multiplexers,56,56,56.5
AND/OR/NAND/NOR,51,51,13.2
==> cell type report <==
| class | count | area, um2 |
|---|---|---|
| Inverter | 4 | 15.0 |
| Timing Repair Buffer | 108 | 1020 |
| Tap cell | 50 | 62.6 |
| Fill cell | 301 | 1420 |
| Multi-Input combinational cell | 153 | 1540 |
==> worst min-delay path, cell delays in order <==
cell and delay [ns]:
sky130_fd_sc_hd__clkbuf_4 0.24, sky130_fd_sc_hd__buf_4 0.18, sky130_fd_sc_hd__nor3b_1 0.08, sky130_fd_sc_hd__buf_4 0.14, sky130_fd_sc_hd__nand2_1 0.07, sky130_fd_sc_hd__nor2_1 0.04
sky130_fd_sc_hd__clkdlybuf4s50_1 0.41
==> through the flow <==
stage	hold slack [ns]	power [mW]	utilization (%)	instances	area, um2
4_1_cts	2.65	0.370	64.9	315	2630
3_5_place_dp	2.64	0.364	64.1	314	2600
3_3_place_gp	2.63	0.359	64.1	314	2600
5_1_grt	2.71	0.405	65.0	315	2640
2_1_floorplan	1.71	0.185	-	176	1720
6_report	2.64	0.375	65.0	315	2640
==> final timing paths <==
path / end / slack, ns / cells past startpoint / startpoint
max: sll32bit[28] / 0.07 / 7 / bSLL32bit[1]
min: sll32bit[0] / 2.64 / 7 / leftShiftAmount[0]
==> power by group <==
part           internal (mW)  switching, mW
registers                  0              0
clock network              0              0
logic                  0.229          0.147
total                  0.229          0.147
Power figures rest on the tool's default switching activity, not on a simulated workload.
